==> design/flow/run.sh <==
#!/bin/bash
# OpenROAD 26Q1-2900-gdf79404cd8, Yosys 0.63+post, stock flow scripts
make -C /OpenROAD-flow-scripts/flow DESIGN_CONFIG=/design/flow/config.mk WORK_HOME=/design/flow/orfs finish
==> design/flow/config.mk <==
export PLATFORM = sky130hd
export DESIGN_NAME = Processor
export DESIGN_NICKNAME = Processor
export VERILOG_FILES = /design/flow/design.v
export SDC_FILE = /design/flow/constraint.sdc
export NUM_CORES = 4
export LEC_CHECK = 1
export CORE_UTILIZATION = 40
==> design/flow/constraint.sdc <==
current_design Processor

set clk_period 9.4
set clk_io_pct 0.2

create_clock -name clk0 -period $clk_period [get_ports {clk}]

set non_clock_inputs [all_inputs -no_clocks]
set_input_delay [expr $clk_period * $clk_io_pct] -clock clk0 $non_clock_inputs
set_output_delay [expr $clk_period * $clk_io_pct] -clock clk0 [all_outputs]
==> design/flow/design.v <==
`timescale 1ns / 1ps
module Processor(clk, rst, manual_pc, pc_manual_override, zero_flag, data1, rdReg_addr1, rdReg_addr2);
input clk, rst, pc_manual_override;
input [2:0] manual_pc;
reg [2:0] pc;
wire [15:0] instruction;
wire [1:0] sig_ALUop;
wire sig_regDst, sig_jump, sig_branch, sig_memRead, sig_memtoReg,
	 sig_memWrite, sig_ALUsrc, sig_regWrite, sign_or_zero;
wire [2:0] write_reg_addr;
output [15:0] data1;
wire [15:0] data2, mux_alusrc_dataout;
wire [2:0] sig_alu_control;
wire [2:0] alu_out_addr;
wire [15:0] read_data_out;
wire [15:0] alu_output;
wire [15:0] zero_ext_imm;
output [2:0] rdReg_addr1, rdReg_addr2;
output zero_flag;
always@(posedge clk or posedge rst) begin
    if (rst)
        pc <= 3'b000;  
    else if (pc_manual_override)
        pc <= manual_pc;  
    else
        pc <= pc + 1;  
end
instruction_mem ins_mem (pc, instruction);
assign rdReg_addr1 = instruction[12:10],
	   rdReg_addr2 = instruction[9:7];
assign zero_ext_imm = {9'b000000000, instruction[6:0]};
control_signal c_sig (rst, instruction[15:13], sig_ALUop, sig_regDst, sig_jump,
					 sig_branch, sig_memRead, sig_memtoReg, sig_memWrite,
					 sig_ALUsrc, sig_regWrite, sign_or_zero);
ALUcontrol alucon (sig_ALUop, instruction[3:0], sig_alu_control);
mux2_1_3bits reg_dst (.rt(rdReg_addr2), .rd(instruction[6:4]), 
		.select(sig_regDst), .write_reg_addr(write_reg_addr));
register_file regf (.clk(clk), .sig_regWrite(sig_regWrite), .wr_addr(write_reg_addr),
		 		.wr_data(alu_output), .rd_addr1(rdReg_addr1),
		 		.rd_addr2(rdReg_addr2), .data1(data1), .data2(data2));
mux2_1_16bits alu_src (.a(data2), .b(zero_ext_imm), .select(sig_ALUsrc),
		.data_out(mux_alusrc_dataout));
ALU alu_mod (data1, mux_alusrc_dataout, sig_alu_control, alu_output, zero_flag);
data_mem dm (.clk(clk), .sig_mem_write(sig_memWrite), .sig_mem_read(sig_memRead),
	 .addr(alu_output[2:0]), .write_data(data2), .read_data_out(read_data_out));
endmodule
`timescale 1ns / 1ps
module ALU(a, b, sig_alu_control, result, sig_zero);
input [15:0] a, b;
input [2:0] sig_alu_control;
output reg [15:0] result;
output reg sig_zero;
always@(*) begin
case(sig_alu_control)
	3'b000: result=a+b;     
	3'b001: result=a-b;     
	3'b010: result=a&b;     
	3'b011: result=a|b;     
	3'b100:  
		if (a<b) result=16'd1;  
		else result=16'b0;      
	default: result=a+b;
endcase
end
always@(result) begin  
if (result==16'b0)     
	sig_zero<=1'b1;		   
else
	sig_zero<=1'b0; end
endmodule
`timescale 1ns / 1ps
module ALUcontrol(sig_ALUop, func, sig_alu_control);
input [1:0] sig_ALUop;
input [3:0] func;
output reg [2:0] sig_alu_control;
wire [5:0] ALUcontrolfn;
assign ALUcontrolfn = {sig_ALUop, func};
always@(ALUcontrolfn) begin
casex(ALUcontrolfn)
6'b11xxxx: sig_alu_control=3'b000;
6'b10xxxx: sig_alu_control=3'b001;
6'b01xxxx: sig_alu_control=3'b010;
6'b000000: sig_alu_control=3'b000;  
6'b000001: sig_alu_control=3'b001;  
6'b000010: sig_alu_control=3'b010;  
6'b000011: sig_alu_control=3'b011;  
6'b000100: sig_alu_control=3'b100;  
default: sig_alu_control=3'b000;
endcase
end
endmodule
`timescale 1ns / 1ps
module control_signal(rst, opcode, sig_ALUop, sig_regDst, sig_jump, sig_branch, sig_memRead,
                 sig_memtoReg, sig_memWrite, sig_ALUsrc, sig_regWrite, sign_or_zero);
input rst;
input [2:0] opcode;
output reg [1:0] sig_ALUop;
output reg sig_regDst, sig_jump, sig_branch, sig_memRead, sig_memtoReg, sig_memWrite,
		   sig_ALUsrc, sig_regWrite, sign_or_zero;
always@(*) begin
if (rst==1'b1) begin
	sig_ALUop <= 2'b00;
	sig_regDst <= 1'b0;
    sig_jump <= 1'b0;
    sig_branch <= 1'b0;
    sig_memRead <= 1'b0;
    sig_memtoReg <= 1'b0;
    sig_memWrite <= 1'b0;
    sig_ALUsrc <= 1'b0;
    sig_regWrite <= 1'b0;
    sign_or_zero <= 1'b1; end 
else begin
case(opcode)
3'b000: begin  
		sig_regDst <= 1'b1;
		sig_jump <= 1'b0;
		sig_branch <= 1'b0;
        sig_memRead <= 1'b0;
        sig_memtoReg <= 1'b0;
        sig_ALUop <= 2'b00;
		sig_memWrite <= 1'b0;
        sig_ALUsrc <= 1'b0;
        sig_regWrite <= 1'b1;
        sign_or_zero <= 1'b1; end
3'b001: begin  
        sig_ALUop <= 2'b00;
        sig_regDst <= 1'b1;
        sig_jump <= 1'b0;
        sig_branch <= 1'b0;
        sig_memRead <= 1'b0;
        sig_memtoReg <= 1'b0;
        sig_memWrite <= 1'b0;
        sig_ALUsrc <= 1'b0;
        sig_regWrite <= 1'b1;
        sign_or_zero <= 1'b1; end
3'b010: begin  
        sig_ALUop <= 2'b01;
        sig_regDst <= 1'b0;
        sig_jump <= 1'b1;
        sig_branch <= 1'b0;
        sig_memRead <= 1'b0;
        sig_memtoReg <= 1'b0;
        sig_memWrite <= 1'b0;
        sig_ALUsrc <= 1'b0;
        sig_regWrite <= 1'b0;
        sign_or_zero <= 1'b1; end
3'b011: begin  
        sig_ALUop <= 2'b01;
        sig_regDst <= 1'b1;
        sig_jump <= 1'b1;
        sig_branch <= 1'b0;
        sig_memRead <= 1'b0;
        sig_memtoReg <= 1'b1;
        sig_memWrite <= 1'b0;
        sig_ALUsrc <= 1'b0;
        sig_regWrite <= 1'b1;
        sign_or_zero <= 1'b1; end
3'b100: begin  
        sig_ALUop <= 2'b10;
        sig_regDst <= 1'b0;
        sig_jump <= 1'b0;
        sig_branch <= 1'b0;
        sig_memRead <= 1'b1;
        sig_memtoReg <= 1'b1;
        sig_memWrite <= 1'b0;
        sig_ALUsrc <= 1'b1;
        sig_regWrite <= 1'b1;
        sign_or_zero <= 1'b1; end
3'b101: begin  
        sig_ALUop <= 2'b10;
        sig_regDst <= 1'b1;
        sig_jump <= 1'b0;
        sig_branch <= 1'b0;
        sig_memRead <= 1'b0;
        sig_memtoReg <= 1'b0;
        sig_memWrite <= 1'b0;
        sig_ALUsrc <= 1'b0;
        sig_regWrite <= 1'b0;
        sign_or_zero <= 1'b1; end
3'b110: begin  
        sig_ALUop <= 2'b11;
        sig_regDst <= 2'b00;
        sig_jump <= 1'b0;
        sig_branch <= 1'b0;
        sig_memRead <= 1'b0;
        sig_memtoReg <= 1'b0;
        sig_memWrite <= 1'b0;
        sig_ALUsrc <= 1'b0;
        sig_regWrite <= 1'b0;
        sign_or_zero <= 1'b1; end
3'b111: begin  
        sig_ALUop <= 2'b11;
        sig_regDst <= 1'b0;
        sig_jump <= 1'b0;
        sig_branch <= 1'b0;
        sig_memRead <= 1'b0;
        sig_memtoReg <= 1'b0;
        sig_memWrite <= 1'b0;
        sig_ALUsrc <= 1'b1;
        sig_regWrite <= 1'b1;
        sign_or_zero <= 1'b1; end
default: begin
        sig_ALUop <= 2'b00;
        sig_regDst <= 1'b0;
        sig_jump <= 1'b0;
        sig_branch <= 1'b0;
        sig_memRead <= 1'b0;
        sig_memtoReg <= 1'b0;
        sig_memWrite <= 1'b0;
        sig_ALUsrc <= 1'b0;
        sig_regWrite <= 1'b0;
        sign_or_zero <= 1'b1; end
endcase
end
end
endmodule
`timescale 1ns / 1ps
module data_mem(clk, sig_mem_write, sig_mem_read, addr, write_data, read_data_out);
input clk, sig_mem_write, sig_mem_read;
input [2:0] addr;
input [15:0] write_data;
output reg [15:0] read_data_out;
reg [15:0] data_mem_block [0:7];
initial begin
	data_mem_block[0] <= 16'b0000000001000101;
	data_mem_block[1] <= 16'b0000000000000110;
	data_mem_block[2] <= 16'b0000000000001001;
	data_mem_block[3] <= 16'b0000000000000000;
	data_mem_block[4] <= 16'b0000000000000000;
	data_mem_block[5] <= 16'b0000000000000000;
	data_mem_block[6] <= 16'b0000000000000000;
	data_mem_block[7] <= 16'b0000000000000000;
end
always@(posedge clk) begin
	if (sig_mem_write==1'b1 && sig_mem_read==1'b0 && addr<=3'b111) begin
		data_mem_block[addr] <= write_data;
	end
end
always@(*) begin
	if (sig_mem_write==1'b0 && sig_mem_read==1'b1 && addr<=3'b111) begin
		read_data_out = data_mem_block[addr];
	end
	else begin
		read_data_out = 16'bxxxxxxxxxxxxxxxx; 
	end
end
endmodule
`timescale 1ns / 1ps
module instruction_mem(pc, instruction);
input [2:0] pc;
output reg [15:0] instruction;
reg [15:0] instn_memory [0:7];
initial begin
	instn_memory[0]  <= 16'b000_001_010_000_0000;  
	instn_memory[1]  <= 16'b000_001_010_000_0001;  
	instn_memory[2]  <= 16'b000_001_010_000_0010;  
	instn_memory[3]  <= 16'b000_001_010_000_0011;  
	instn_memory[4]  <= 16'b001_001_010_000_0100;  
	instn_memory[5]  <= 16'b111_011_111_0011111;  
	instn_memory[6]  <= 16'b000_000_000_000_0000;
	instn_memory[7]  <= 16'b000_000_000_000_0000;
end
always@(*) begin
	instruction <= instn_memory[pc]; end
endmodule
`timescale 1ns / 1ps
module mux2_1_16bits(a, b, select, data_out);
input select;
input [15:0] a, b;
output reg [15:0] data_out;
always@(*) begin
if (select)
	data_out <= b;
else
	data_out <= a;
end
endmodule
`timescale 1ns / 1ps
module mux2_1_3bits(rt, rd, select, write_reg_addr);
input select;
input [2:0] rt, rd;
output reg [2:0] write_reg_addr;
always@(*) begin
if (~select)
	write_reg_addr <= rt;
else
	write_reg_addr <= rd;
end
endmodule
`timescale 1ns / 1ps
module register_file(clk, sig_regWrite, wr_addr, wr_data,
                    rd_addr1, rd_addr2,
                    data1, data2);
input clk, sig_regWrite;
input [2:0] rd_addr1, rd_addr2, wr_addr;
input [15:0] wr_data;
output reg [15:0] data1, data2;
reg [15:0] reg_file_ram [0:7];
initial begin
	reg_file_ram[0]  <= 16'b0000000000000001;
	reg_file_ram[1]  <= 16'b0000000000001110;  
	reg_file_ram[2]  <= 16'b0000000000000100;  
	reg_file_ram[3]  <= 16'b0000000001000101;  
	reg_file_ram[4]  <= 16'b0000000000000000;
	reg_file_ram[5]  <= 16'b0000000000000000;
	reg_file_ram[6]  <= 16'b0000000001000000;
	reg_file_ram[7]  <= 16'b0000000001000010;
end
always@(posedge clk) begin
	if (sig_regWrite)
		reg_file_ram[wr_addr] <= wr_data;
end
always@(*) begin
	data1 <= reg_file_ram[rd_addr1];
	data2 <= reg_file_ram[rd_addr2]; 
end
endmodule
==> summary.txt <==
Results of an implementation run.

Of the cells placed in the final design, the portion with a size suffix greater than 1 is 0.0856. Per the STA report, the cell with the highest stage delay on the worst path is sky130_fd_sc_hd__or4_4. The logs give a warning total of 65. The antenna diode instance count is 0. STA classifies the critical path endpoint as an output port. The number of global-route vias before repair came to 4544. The biggest cell delay along the critical path is approximately 0.6 ns. The overall routing resource usage is 0.204.

The end of the worst hold path is pc[1]. The overall die width is 129 µm. Per the skew report, the later register of the worst-skew pair sees a clock latency of 0.33 ns.

The worst min-delay path class is reg -> reg. By area the synthesized netlist is led by sky130_fd_sc_hd__edfxtp_1, sky130_fd_sc_hd__ha_1, sky130_fd_sc_hd__mux4_2. The total via count in the routed design is 4697.

The summed area of non-filler cells in the final layout is between 7000 and 8000 µm². The final weighted congestion recorded by global placement is 0.936. The end-of-flow timing check tallies setup violations at 0.

The share of the core area taken by cells at floorplan is 0.408. The stat command in Yosys gives a chip area of 6440 µm². The number of standard cells reported by yosys is 594.

The report gives the cell count of the worst hold path as 2. Looking at the setup timing report, the critical path kind is in -> out. The first global-routing pass estimated ~24 mm of wire. Nets still carrying antenna violations after routing amount to 0. The critical path endpoint has a required time of 7.52 ns. The slew check shows that the tightest pin keeps a relative margin of 0.518. The worst-path maximum fanout is 11. The number of cell rows is 46. By count the netlist is led by sky130_fd_sc_hd__edfxtp_1, sky130_fd_sc_hd__nand2_1, sky130_fd_sc_hd__ha_1.

For this run, the detailed router's first-pass iteration total came to 5. The flow ran to the end, and the final reports show no timing, DRC or antenna violations. For the worst setup path, the data arrival time is 6.90 ns. The worst clock skew is between 0.006 and 0.007 ns. Per the post-run analysis, buffers plus inverters along the critical path come to 3. The number of top-level pins is 29. The final routed DRC violation total is 0.

The post-cts gate resize count is 0. sky130_fd_sc_hd__edfxtp_1 is the most common cell in the netlist. The Yosys warning count is 9. The worst setup slack for register-to-register paths is 4.67 ns.

Using the TritonRoute via totals, the vias-per-cell ratio works out to 5.19. The die footprint is 16600 µm². For reference, the critical path cell chain is clkdlybuf4s50_1 -> inv_1 -> nor2_1 -> a221oi_1 -> a21o_1 -> ha_1 -> or4_4 -> or3_1 -> or3_1 -> and4_4 -> a211oi_2 -> nand3_1 -> or4_1 -> nor4b_2 -> clkdlybuf4s50_1.

The signed area change from the synthesized netlist to the final layout is 16.8%. The total count of hold-check failures in the final report is 0. Wires add up to 15.2 mm. The master cell of the clock root buffer is sky130_fd_sc_hd__clkbuf_16. The number of antenna violations at the first check in global routing is 0. The proportion of synthesized flip-flops having asynchronous set or reset is 0.0303. The vertical die dimension reported for this design is 129 µm. The count of max-cap constraint violations is 0. The worst hold slack is 0.614 ns. The worst-case reg-to-reg path depth is 15. Per the repair_timing log after CTS, setup buffers inserted total 0. The number of pins exceeding their max-slew limit in the final report is 0. The clock transition at the register clock pins on the worst setup and hold paths after CTS is ~0.060 ns.

The share of the clock period used by the worst path after layout is 0.934. The violation tally from detailed-route iteration zero is 366. The worst path needs 8.78 ns of the cycle, external delays included. After synthesis the netlist holds a flip-flop and latch count of 99.

For this design, the CTS-stage hold fixing added 0 buffers. The number of instances in the synthesized netlist is 594. The clock tree from TritonCTS is done. Grouping stages by cell kind, the critical path spends the most delay in simple AND/OR/NAND/NOR gates. The cell type that accounts for the most area after synthesis is sky130_fd_sc_hd__edfxtp_1. The primary flip-flop cell chosen by synthesis mapping is sky130_fd_sc_hd__edfxtp_1. The maximum buffer depth of the clock tree is 2. The start point of the worst min-delay path is pc[0]. The transition time at the pin with the least slew margin is just over 0.7 ns. The flow reports an fmax of 114 MHz. Entering global routing, the biggest net connects 40 pins. Summing every instance area after synthesis gives 6440 µm².

Looking at the clock tree report, the H-tree level count equals 3. The number of different library cells used by synthesis comes to 61. The setup TNS after final layout is 0 ns. The total overflow left after global routing is 0. After detailed routing, the average wire length per cell comes to 16.8 µm.

The critical register-to-register path endpoint is regf.reg_file_ram[0][15]. Setup repair after global routing left no endpoint under its margin. The share of synthesized area occupied by flip-flops and latches is 0.460.

The share of Yosys cell area claimed by the top area cell type is 0.448. A synthesized cell averages 10.8 µm². The count of port buffers added during placement is 27. The placement stage leaves a total instance area of 7210 µm². According to the CTS report, the clock sink count is 99. The worst setup path is launched from an input pin. The start of the worst register-to-register path is pc[1]. The detailed placement HPWL is 11.5 mm. In this run, synthesis inferred 96 flip-flops with an integrated enable.

The floorplan step defined a core boundary enclosing 15800 µm². The CTS report gives the tree buffer count as 9.
## stage by stage
stage	setup slack, ns	instances	utilization
after floorplan	2.34	658	-
after global placement	0.672	889	0.457
after detailed placement	0.657	889	0.457
after CTS	0.653	905	0.477
after global routing	0.395	905	0.477
final	0.619	905	0.477
## flip-flops by register name, summed over array words and instances, names as in the netlist
| name | flops |
|---|---|
| pc | 3 |
| regf.reg_file_ram | 96 |
## layout make-up
cell class / count / area (µm²)
fillers: 1446 / 8260
multi-input cells: 482 / 3410
flip-flops and latches: 99 / 2960
repair buffers: 42 / 383
well taps: 216 / 270
clock buffers: 9 / 225
inverters: 50 / 188
clock inverters: 7 / 77.6
## worst register-to-register path, delay by kind of cell (launching register included)
kind,cells,cell delay (ns)
mux,1,0.68
flops,1,0.39
buf+inv,5,0.95
compound gates,1,0.13
fa+ha+maj,2,0.46
simple gates,6,1.80
## logic make-up after synthesis
group                    count (synthesis)  share of synthesized area
multiplexers                            30                     0.0758
AND-OR/OR-AND                          146                      0.152
flip-flops                              99                      0.460
buffers and inverters                   77                     0.0474
adder cells (fa/ha/maj)                 60                      0.119
other                                    1                   0.000583
XOR/XNOR                                16                     0.0218
AND/OR/NAND/NOR                        165                      0.124
## per-layer routing
metal	up-vias	part of all wire	global-route usage
met4	0	0.014	0.0304
met3	13	0.076	0.0542
met1	2236	0.46	0.318
li1	2302	-	-
met5	-	0	0.00588
met2	146	0.45	0.310
## layout by cell type, fill, tap and decap left out, types with 9 or more instances in the layout
| cell type | instances |
|---|---|
| sky130_fd_sc_hd__a211oi_1 | 9 |
| sky130_fd_sc_hd__a21o_1 | 9 |
| sky130_fd_sc_hd__a21oi_1 | 44 |
| sky130_fd_sc_hd__buf_4 | 15 |
| sky130_fd_sc_hd__clkbuf_16 | 9 |
| sky130_fd_sc_hd__clkdlybuf4s50_1 | 27 |
| sky130_fd_sc_hd__conb_1 | 65 |
| sky130_fd_sc_hd__edfxtp_1 | 96 |
| sky130_fd_sc_hd__ha_1 | 58 |
| sky130_fd_sc_hd__inv_1 | 47 |
| sky130_fd_sc_hd__mux2i_1 | 15 |
| sky130_fd_sc_hd__mux4_2 | 15 |
| sky130_fd_sc_hd__nand2_1 | 60 |
| sky130_fd_sc_hd__nand2b_1 | 10 |
| sky130_fd_sc_hd__nor2_1 | 42 |
| sky130_fd_sc_hd__o211ai_1 | 9 |
| sky130_fd_sc_hd__o21ai_0 | 11 |
| sky130_fd_sc_hd__o21bai_1 | 9 |
| sky130_fd_sc_hd__o22ai_1 | 10 |
| sky130_fd_sc_hd__xnor2_1 | 11 |
## worst max-delay path by stage
stage | slack [ns] | endpoint | cells past startpoint | start
6_report | 0.62 | zero_flag | 15 | rst
5_1_grt | 0.40 | zero_flag | 15 | rst
4_1_cts | 0.65 | zero_flag | 15 | rst
